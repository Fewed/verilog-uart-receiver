==> ./run.sh <==
#!/bin/bash
# OpenROAD 26Q1-2900-gdf79404cd8, Yosys 0.63+post, stock flow scripts
make -C /OpenROAD-flow-scripts/flow DESIGN_CONFIG=/design/flow/config.mk WORK_HOME=/design/flow/orfs finish
==> ./config.mk <==
export PLATFORM = sky130hd
export DESIGN_NAME = entry
export DESIGN_NICKNAME = entry
export VERILOG_FILES = /design/flow/design.v
export SDC_FILE = /design/flow/constraint.sdc
export NUM_CORES = 4
export LEC_CHECK = 1
export CORE_AREA = 10 10 94 94
export DIE_AREA = 0 0 104 104
==> ./constraint.sdc <==
current_design entry

set clk_period 2.2
set clk_io_pct 0.2

create_clock -name clk0 -period $clk_period [get_ports {clk}]

set non_clock_inputs [all_inputs -no_clocks]
set_input_delay [expr $clk_period * $clk_io_pct] -clock clk0 $non_clock_inputs
set_output_delay [expr $clk_period * $clk_io_pct] -clock clk0 [all_outputs]
==> ./design.v <==
module pwm #(parameter
						 clk_mhz = 50,
						 freq_khz = 400,
						 duty = 40
						)
			 (
				 input wire clk,
				 input wire rst,
				 output wire out
			 );
function[31:0] div(input[31:0] A, input[31:0] B);
	begin
		div = A / B + (2*(A % B) >= B ? 1 : 0);
	end
endfunction
localparam clk_khz = 1000 * clk_mhz,
					 cnt_max = div(clk_khz, freq_khz),
					 cnt_width = $clog2(cnt_max),
					 cnt_duty = div(duty * cnt_max, 100);
reg[cnt_width-1:0] cnt = 0;
always @(posedge clk) begin
	cnt <= (~rst & (cnt < cnt_max-1)) ? cnt + 1 : 0;
end
assign out = cnt < cnt_duty;
endmodule
module edge_det #(parameter
									type=0
								 )
			 (
				 input wire clk,
				 input wire sgn,
				 output wire out
			 );
reg sgn_pre = 0;
always @(posedge clk) begin
	if (sgn_changed) sgn_pre <= sgn;
end
assign sgn_changed = sgn ^ sgn_pre,
			 pos_edge = (type == 0) & (sgn & sgn_changed),
			 neg_edge = (type == 1) & (~sgn & sgn_changed),
			 both_edges = (type == 2) & sgn_changed,
			 out = pos_edge | neg_edge | both_edges;
endmodule
module cnt(
				 input wire clk,
				 input wire rst,
				 output reg[7:0] out = 0
			 );
always @(posedge clk or posedge rst) begin
	if (rst) out <= 0;
	else if (clk) out <= out + 1;
end
endmodule
module entry (
				 input wire clk,
				 input wire uart_tx,
				 output wire uart_clk,
				 output wire tmr_rst,
				 output wire[7:0] state_cnt_value,
				 output reg[1:0] state_value = 0,
				 output reg[7:0] info = 0
			 );
wire neg_egde_det_out;
reg zero = 0;
pwm #(.freq_khz(2000), .duty(50)) pwm_ins(.clk(clk), .rst(zero), .out(uart_clk));
edge_det #(.type(1)) neg_edge_det(.clk(clk), .sgn(uart_tx), .out(neg_egde_det_out));
cnt state_cnt(.clk(uart_clk), .rst(tmr_rst), .out(state_cnt_value));
always @(posedge clk) begin
	if (tmr_rst) state_value <= 1;
	else if (e2) state_value <= 2;
	else if (e3) state_value <= 0;
end
always @(posedge middle) begin
	if (state_value) info <= {uart_tx, info[7:1]};
end
assign tmr_rst = (state_value == 0) & neg_egde_det_out,
			 e2 = (state_value == 1) & (state_cnt_value == 3),
			 e3 = (state_value == 2) & (state_cnt_value == 2*7+3),
			 middle = (state_cnt_value-1)%2 == 0;
endmodule
==> impl_metrics.toml <==
# flow metrics
[global_route]
top_usage_layer = "met2"
met3_usage = 0.0169
grtUsageTotal = 0.0334
grt_start_max_net_pins = 14
antenna_found_initial = 0
grtUsageMet2 = 0.0482
grt_pass1_wl_um = 3040
grt-ovfl-total = 0
grt_pass1_vias = 591
use_met1 = 0.0462

[clock_tree]
clock_latency_ns = 0.23
numCtsBuffers = 3
cts_tree = "yes"
cts_root_buffer = "clkbuf_8"
clock_tree.buffer_depth = 2
postCtsHoldBufs = 0
clkSlewWorstSetupHoldPaths_ns = 0.04
h-tree-depth = 1

[route]
drc = 0
antenna_cells = 0
ant_nets = 0
drt_iter0_drc = 17
via_per_inst = 2.99
routedWlPerCell_um = 9.35
vias = 584
drt_pre_antenna_iters = 4
drt_wl_total_um = 1820

[timing]
fin_tns_setup_ns = 0
fmax_ghz = 0.471
setup_viol_count_final = 0
worstMarginPinSlew_ns = 0.380
unclocked_regs = 16
rsz0062_at_grt = "no"
setup_ws_ns = 0.0780
unconstrained_endpoints = 40
timing.final.max_slew_violations = 0
report.final.hold_viol_count = 0
max-slew-margin-rel = 0.746
fin_crit_sh = 0.965
period_minus_slack_ns = 2.12
skew_ns = 0.00351

[place]
post-place-ws_ns = 0.0243
place.gp.congestion = 0.740
numPortBuffers = 21
dp_hpwl_um = 1470

[power]
vdd_drop_max_uv = 307
power_density_mw_per_mm2 = 265
finalPower_mw = 0.353
power.leakage_nw = 0.496

[final_layout]
area_growth_pct = 43.8
final_common_cell = "clkdlybuf4s50_1"
final_cell_mix = "21 x clkdlybuf4s50_1, 9 x inv_1, 9 x edfxtp_1"
final_core_util = 0.195
drive_gt1_frac = 0.0909

[floorplan]
num_rows = 30
core-area_mm2 = 0.00683
die_area_mm2 = 0.0108
fp_util = 0.135
die_y_um = 104
ioPinCount = 22
die_w_um = 104

[flow_run]
maxCapViolations = 0
warnings = 26

[worst_setup_path]
worst-endpoint-arrival_ns = 1.68
path_max_fanout = 2
cp_top_family = "buffers and inverters"
path_class = "input pin to output port"
crit_slowest_cell = "clkdlybuf4s50_1"
path_buffers = 4
end_kind = "output port"
crit_chain = "clkdlybuf4s50_1 > inv_1 > ha_4 > nand2_2 > inv_1 > clkdlybuf4s50_1"
startpoint_type = "input pin"
max_stage_delay_ns = 0.47
critPathRequiredTime_ns = 1.76

[yosys]
aoi_share = 0.0622
ys_sh_xor = 0.0663
netlist_instances = 72
synthTopCellsByArea = "edfxtp_1 29%, dfrtn_1 22%, dfxtp_1 15%"
synthTopLogicFamily = "simple AND/OR/NAND/NOR gates"
yosys.area_share.adder = 0.0541
yosys_area_um2 = 925
synth_stat.cells = 72
synth_seq_share = 0.660
ys_types = 24
simple_gate_share = 0.110
synth_area_per_cell_um2 = 12.8
syn-cell-area_um2 = 925
synthMuxAreaShare = 0.0108
synth.top_cell.area_share = 0.292
yosysWarnings = 11
yosysTopAreaCell = "edfxtp_1"
ys.flops = 24

[hold_path]
hp-class = "flip-flop to flip-flop"

[status]
outcome = "complete, no violations"
==> layer usage <==
layer  up-vias  routed length, um
met5         -                  0
met2        17                767
met3         0                156
met1       263                899
li1        304                  -
met4         0                  0
==> cell families after synthesis <==
group,after synthesis
flip-flops,24
AND/OR/NAND/NOR,18
AND-OR/OR-AND,9
adder cells (fa/ha/maj),4
XOR/XNOR,7
buffers and inverters,9
multiplexers,1
==> synthesized netlist by cell type, drive strengths merged <==
cell type,count
and3,2
o21a,1
nand3b,1
nor2b,1
o21ai,1
a21oi,3
o211ai,1
dfxtp,7
inv,9
a31oi,1
nor3,1
xnor2,4
dfrtn,8
a21boi,1
mux2i,1
nand3,5
ha,4
nor2,3
nor4,2
nand2,3
a41oi,1
edfxtp,9
xor2,3
==> registers in the layout (all words and copies together) (netlist names) <==
register and cells:
info 8, state_cnt.out 8, pwm_ins.cnt 5, state_value 2, neg_edge_det.sgn_pre 1
==> power by group <==
group,total [mW],switching (mW),internal [mW]
Sequential,0.155,0.00248,0.153
Combinational,0.0138,0.00515,0.00867
Clock,0.184,0.0585,0.126
==> worst paths after layout <==
kind,start,to,slack [ns],cells after the start
worst max-delay path,uart_tx,tmr_rst,0.08,6
worst min-delay path,pwm_ins.cnt[0]$_SDFF_PP0_,pwm_ins.cnt[0]$_SDFF_PP0_,0.47,1
worst max register to register,state_value[0]$_SDFFE_PP1P_,state_value[1]$_SDFFE_PP0P_,1.21,3
worst min register to register,pwm_ins.cnt[0]$_SDFF_PP0_,pwm_ins.cnt[0]$_SDFF_PP0_,0.47,1
==> stage by stage <==
step                std cells  hold slack (ns)  instance area, um^2
global route              195            0.503                 1330
detailed placement        191            0.463                 1270
CTS                       195            0.467                 1320
floorplan                  72            0.439                  925
finish                    195            0.466                 1330
global placement          191            0.460                 1270
==> cell type report <==
type	instances	area, um^2
clock buffer	4	45.0
fill	759	5500
inverter	9	33.8
multi-input combinational	39	295
sequential	24	611
tap	96	120
timing repair buffer	23	225
==> what timing repair did <==
item                                    in CTS  in global routing
setup buffers                                0                  0
endpoints found under the setup margin       0                  1
resized                                      0                  3
Power is estimated from default activity; no workload was simulated.
